[design.v]
module Z16ALU(
  input wire  [15:0]  i_data_a,
  input wire  [15:0]  i_data_b,
  input wire  [3:0]   i_ctrl,
  output wire [15:0]  o_data
);
  function [15:0] alu;
    input [15:0]  i_data_a;
    input [15:0]  i_data_b;
    input [3:0]   i_ctrl;
    begin
      case(i_ctrl)
        4'h0 : alu = i_data_b + i_data_a;
        4'h1 : alu = i_data_b - i_data_a;
        4'h2 : alu = i_data_b * i_data_a;
        4'h3 : alu = i_data_b / i_data_a;
        4'h4 : alu = i_data_b | i_data_a;
        4'h5 : alu = i_data_b & i_data_a;
        4'h6 : alu = i_data_b ^ i_data_a;
        4'h7 : alu = i_data_a << i_data_a;
        4'h8 : alu = i_data_a >> i_data_a;
        default: alu = i_data_b + i_data_a;
      endcase
    end
  endfunction
  assign o_data = alu(i_data_a, i_data_b, i_ctrl);
endmodule
module Z16CPU(
  input wire  i_clk,
  input wire  i_rst,
  input wire  i_button,
  output reg  [5:0] o_led
);
  reg   [15:0] r_pc;
  wire  [15:0] w_instr;
  wire  [3:0] w_rd_addr;
  wire  [3:0] w_rs1_addr;
  wire  [15:0] w_imm;
  wire         w_rd_wen;
  wire         w_mem_wen;
  wire  [3:0]  w_alu_ctrl;
  wire  [3:0]  w_opcode;
  wire  [15:0] w_rs1_data;
  wire  [15:0] w_rs2_data;
  wire  [15:0] w_rd_data;
  wire  [15:0] w_data_b;
  wire  [15:0] w_alu_data;
  wire  [15:0] w_mem_rdata;
  always @(posedge i_clk) begin
    if(i_rst) begin
      r_pc <= 16'h0000;
    end else if(w_opcode == 4'hC) begin  
      r_pc <= w_alu_data;
    end else if(w_opcode == 4'hD) begin  
      r_pc <= r_pc + w_alu_data;
    end else if((w_opcode == 4'hE) && (w_rs2_data == w_rs1_data)) begin
      r_pc <= r_pc + w_imm;
    end else if((w_opcode == 4'hF) && (w_rs2_data > w_rs1_data)) begin
      r_pc <= r_pc + w_imm;
    end else begin
      r_pc <= r_pc + 16'h0002;
    end
  end
  Z16InstrMemory InstrMem(
    .i_addr   (r_pc),
    .o_instr  (w_instr)
  );
  Z16Decoder Decoder(
    .i_instr    (w_instr),
    .o_opcode  (w_opcode),
    .o_rd_addr  (w_rd_addr),
    .o_rs1_addr (w_rs1_addr),
    .o_rs2_addr (w_rs2_addr),
    .o_imm      (w_imm),
    .o_rd_wen   (w_rd_wen),
    .o_mem_wen  (w_mem_wen),
    .o_alu_ctrl (w_alu_ctrl)
  );
  assign w_rd_data = select_rd_data(w_opcode, i_button, w_mem_rdata, r_pc, w_alu_data);
  function [15:0] select_rd_data;
   input [3:0]  i_opcode;
   input        i_button;
   input [15:0] i_mem_rdata;
   input [15:0] i_pc;
   input [15:0] i_alu_data;
  begin
    case(i_opcode)
      4'hA    : begin
        if(w_alu_data == 16'h007C) begin  
          select_rd_data        = {15'b000_0000_0000_0000, i_button};
        end else begin
          select_rd_data  = i_mem_rdata;
        end
      end
      4'hC    : select_rd_data  = i_pc + 16'h0002;
      4'hD    : select_rd_data  = i_pc + 16'h0002;
      default : select_rd_data = i_alu_data;
    endcase
  end
  endfunction
  Z16RegisterFile RegFile(
    .i_clk  (i_clk),
    .i_rs1_addr (w_rs1_addr),
    .o_rs1_data (w_rs1_data),
    .i_rs2_addr (w_rs2_addr),
    .o_rs2_data (w_rs2_data),
    .i_rd_data  (w_rd_data),
    .i_rd_addr  (w_rd_addr),
    .i_rd_wen   (w_rd_wen)
  );
  assign w_data_b = (w_opcode <= 8'h8) ? w_rs2_data : w_imm;
  Z16ALU ALU(
    .i_data_a   (w_rs1_data),
    .i_data_b   (w_data_b),
    .i_ctrl     (w_alu_ctrl),
    .o_data     (w_alu_data)
  );
  Z16DataMemory DataMem(
    .i_clk  (i_clk),
    .i_addr (w_alu_data),
    .i_wen  (w_mem_wen),
    .i_data (w_rs2_data),
    .o_data (w_mem_rdata)
  );
  always @(posedge i_clk) begin
    if(i_rst) begin
      o_led <= 6'b000000;
    end else if(w_mem_wen && (w_alu_data == 16'h007A)) begin
      o_led <= w_rs2_data[5:0];
    end else begin
      o_led <= o_led;
    end
  end
endmodule
module Z16DataMemory(
  input wire i_clk,
  input  wire [15:0] i_addr,
  input  wire        i_wen,
  input  wire [15:0] i_data,
  output wire [15:0] o_data
);
  reg [15:0] mem[1023:0];
  assign o_data = mem[i_addr[10:1]];
  always @(posedge i_clk) begin
    if(i_wen) begin
      mem[i_addr[10:1]] <= i_data;
    end
  end
endmodule
module Z16Decoder(
  input wire  [15:0] i_instr,
  output wire [3:0]  o_opcode,
  output wire [3:0]  o_rd_addr,
  output wire [3:0]  o_rs1_addr,
  output wire   [3:0]   o_rs2_addr,
  output wire [15:0] o_imm,
  output wire        o_rd_wen,
  output wire        o_mem_wen,
  output wire [3:0]  o_alu_ctrl
);
  assign o_opcode  = i_instr[3:0];
  assign o_rd_addr  = i_instr[7:4];
  assign o_rs1_addr = get_rs1_addr(i_instr);
  assign o_rs2_addr = i_instr[15:12];
  assign o_imm      = get_imm(i_instr);
  assign o_rd_wen   = get_rd_wen(i_instr);
  assign o_mem_wen  = get_mem_wen(i_instr);
  assign o_alu_ctrl = get_alu_ctrl(i_instr);
  function [3:0] get_rs1_addr;
    input [15:0] i_instr;
  begin
    case(i_instr[3:0])
      4'h9    : get_rs1_addr  = i_instr[7:4];
      4'hE    : get_rs1_addr  = {2'b00, i_instr[5:4]};
      4'hF    : get_rs1_addr  = {2'b00, i_instr[5:4]};
      default : get_rs1_addr  = i_instr[11:8];
    endcase
  end
  endfunction
  function [3:0] get_rs2_addr;
    input [15:0] i_instr;
  begin
    case(i_instr[3:0])
      4'hE    : get_rs2_addr  = {2'b00, i_instr[7:6]};
      4'hF    : get_rs2_addr  = {2'b00, i_instr[7:6]};
      default : get_rs2_addr  = i_instr[15:12];
    endcase
  end
  endfunction
  function [15:0] get_imm;
    input [15:0] i_instr;
  begin
    case(i_instr[3:0])
      4'h9    : get_imm = {{8{i_instr[15]}}, i_instr[15:8]};
      4'hA    : get_imm = {{12{i_instr[15]}}, i_instr[15:12]};
      4'hB    : get_imm = {{12{i_instr[7]}}, i_instr[7:4]};
      4'hC    : get_imm = {{12{i_instr[15]}}, i_instr[15:12]};
      4'hD    : get_imm = {{12{i_instr[15]}}, i_instr[15:12]};
      4'hE    : get_imm = {{8{i_instr[15]}}, i_instr[15:8]};
      4'hF    : get_imm = {{8{i_instr[15]}}, i_instr[15:8]};
      default : get_imm = 16'h0000;
    endcase
  end
  endfunction
  function get_rd_wen;
    input [15:0] i_instr;
  begin
    if(i_instr[3:0] <= 4'hA) begin
      get_rd_wen = 1'b1;
    end else if((i_instr[3:0] == 4'hC) || (i_instr[3:0] == 4'hD)) begin
      get_rd_wen = 1'b1;
    end else begin
      get_rd_wen = 1'b0;
    end
  end
  endfunction
  function get_mem_wen;
    input [15:0] i_instr;
  begin
    if(4'hB == i_instr[3:0]) begin
      get_mem_wen = 1'b1;
    end else begin
      get_mem_wen = 1'b0;
    end
  end
  endfunction
  function [3:0] get_alu_ctrl;
    input [15:0] i_instr;
  begin
    if(i_instr[3:0] <= 4'h8) begin
      get_alu_ctrl = i_instr[3:0];
    end else begin
      get_alu_ctrl = 4'h0;
    end
  end
  endfunction
endmodule
module Z16InstrMemory(
  input  wire        i_clk,
  input  wire [15:0] i_addr,
  output wire [15:0] o_instr
);
  wire [15:0] mem[14:0];
  assign o_instr = mem[i_addr[15:1]];
  assign mem[0] = 16'h0010;  
  assign mem[1] = 16'h0119;  
  assign mem[2] = 16'h0040;  
  assign mem[3] = 16'h7A49;  
  assign mem[4] = 16'h0050;  
  assign mem[5] = 16'h7C59;  
  assign mem[6] = 16'h0070;  
  assign mem[7] = 16'hF879;  
  assign mem[8] = 16'h0060;  
  assign mem[9] = 16'h0169;  
  assign mem[10] = 16'h640B;  
  assign mem[11] = 16'h052A;  
  assign mem[12] = 16'h046E;  
  assign mem[13] = 16'h070D;  
  assign mem[14] = 16'h00FD;  
endmodule
module Z16RegisterFile(
  input wire i_clk,
  input wire [3:0] i_rs1_addr,
  output wire [15:0] o_rs1_data,
  input wire [3:0] i_rs2_addr,
  output wire [15:0] o_rs2_data,
  input wire [3:0] i_rd_addr,
  input wire       i_rd_wen,
  input wire [15:0] i_rd_data
);
  reg [15:0] mem[15:0];
  assign o_rs1_data = (i_rs1_addr == 4'h0) ? 16'h0000 : mem[i_rs1_addr];
  assign o_rs2_data = (i_rs2_addr == 4'h0) ? 16'h0000 : mem[i_rs2_addr];
  always @(posedge i_clk) begin
    if(i_rd_wen) begin
      mem[i_rd_addr] <= i_rd_data;
    end else begin
      mem[i_rd_addr] <= mem[i_rd_addr];
    end
  end
endmodule
[run.sh]
#!/bin/bash
# OpenROAD 26Q1-2900-gdf79404cd8, Yosys 0.63+post, stock flow scripts
make -C /OpenROAD-flow-scripts/flow DESIGN_CONFIG=/design/flow/config.mk WORK_HOME=/design/flow/orfs finish
[config.mk]
export PLATFORM = sky130hd
export DESIGN_NAME = Z16CPU
export DESIGN_NICKNAME = Z16CPU
export VERILOG_FILES = /design/flow/design.v
export SDC_FILE = /design/flow/constraint.sdc
export NUM_CORES = 4
export LEC_CHECK = 1
export CORE_UTILIZATION = 40
export SYNTH_MEMORY_MAX_BITS = 65536
[constraint.sdc]
current_design Z16CPU

set clk_period 102.4
set clk_io_pct 0.2

create_clock -name clk0 -period $clk_period [get_ports {i_clk}]

set non_clock_inputs [all_inputs -no_clocks]
set_input_delay [expr $clk_period * $clk_io_pct] -clock clk0 $non_clock_inputs
set_output_delay [expr $clk_period * $clk_io_pct] -clock clk0 [all_outputs]
==> run_results.csv <==
group,metric,value,unit
critical_path,critPathMaxFanout,2,
timing,tightest_slew,1.43,ns
global_routing,grt_max_degree,123,
critical_path,crit_required,81.92,ns
critical_path,cp_top_family,"buffers and inverters",
final_layout,drive_gt1_share,27.7,%
pwr,leakagePower,242,nW
critical_path,slowest_stage,"clkdlybuf4s50_1",
cts,clock_tree.buffer_depth,6,
drt,vias_per_cell,5.87,
synthesis,ff_type,"edfxtp_1",
cts,cts_buffers,1730,
drt,vias,321000,
drt,ant_nets,0,
cts,cts_resized,0,
timing,hold_viol,0,
timing,fin_crit_sh,22.1,%
placed_design,dp_hpwl,1220000,um
global_routing,grt_pass1_wl,2720000,um
critical_path,setup.worst_path.class,"reg -> out",
floorplanning,die_w,1260,um
cts,postCtsHoldBufs,0,
pwr,vdd_ir_drop_max,0.0609,mV
critical_path,path_buffers,1,
final_layout,stdcell_count,54600,
synthesis,synth-area-yosys,636000,um^2
placed_design,routabilityCongestion,0.924,
global_routing,grt_antenna_before_repair,182,
synthesis,synthArstFlopShare,0,%
synthesis,synth_cell_type_count,110,
global_routing,track_usage,27.1,%
floorplanning,die_y,1260,um
critical_path,cp.arrival,2.19,ns
synthesis,yosysWarnings,9,
placed_design,port_buffers,8,
flow_run,warnings,89,
drt,drt_wl_total,1970000,um
cts,insertion_delay,1.36,ns
drt,wl_per_cell,36.0,um
timing,maxClockFrequency,44.1,MHz
critical_path,critPathCaptureType,"output port",
timing,period_needed,22.67,ns
synthesis,yosysCellCount,29400,
pwr,powerDensity,34.2,nW/um^2
drt,drt_iter0_markers,23700,
timing,skew,0.262,ns
timing,slew-limit-headroom,4.09,%
cts,cts_setup_buffers,0,
synthesis,synth_flop_count,16600,
synthesis,syn-cell-area,636000,um^2
floorplanning,dieArea,1600000,um^2
timing,report.final.slew_viol_count,0,
synthesis,seq_area_frac_synth,78.3,%
synthesis,synth_cells,29400,
critical_path,slowest_delay,0.47,ns
global_routing,grt_pass1_vias,352000,
flow_run,max_cap_viol_count,0,
critical_path,critPathLaunchType,"register",
cts,htree_levels,7,
global_routing,overflow,0,
final_layout,area_growth_syn_to_layout,14.8,%
cts,clock-root-buffer,"clkbuf_16",
timing,hold_slack,0.458,ns
placed_design,place_inst,51200,
timing,setup_viol,0,
synthesis,syn_avg_cell_area,21.7,um^2
cts,cts_sinks,16600,
synthesis,synth-edff-count,16600,
status,status,"finished clean",
cts,path_clk_slew,0.06,ns
floorplanning,num_io_pins,9,
floorplanning,rows,463,
timing,rsz0062_at_grt,"false",
critical_path,path_cells,"clkdlybuf4s50_1",
min_path,hp-class,"reg -> reg",
drt,route.detailed.drc,0,
final_layout,num-fill-cells,128000,
floorplanning,fp_util,40.1,%
floorplanning,core_area,1590000,um^2
timing,tns,0,ns
cts,tritoncts,"yes",
drt,drtPass1Iterations,8,
-- logic make-up after synthesis --
group,synth area share [%]
other,0.000589
adder cells (fa/ha/maj),0.138
XOR/XNOR,0.0942
multiplexers,14.9
buffers and inverters,1.21
flip-flops,78.3
AND-OR/OR-AND,2.77
AND/OR/NAND/NOR,2.50
-- placed cells by master, fill, tap and decap left out, drive strengths merged, types with 51 or more instances in the layout --
cell type	instances
and3	74
o221ai	133
edfxtp	16600
o22ai	833
ha	64
nor3	156
a21oi	235
diode	325
o311ai	51
nor2	1639
o211ai	68
nor4	148
o21ai	407
buf	2475
o22a	65
conb	74
inv	89
mux2i	166
a211oi	110
bufinv	135
mux4	4140
nand3	349
a311oi	82
nand2	1259
a32oi	76
clkinv	750
clkbuf	2133
a31oi	188
-- through the flow --
step / worst slack, ns / utilization [%] / total power, mW / cell area [um^2]
3_3_place_gp: 79.97 / 42.6 / 18.8 / 676000
4_1_cts: 79.62 / 45.9 / 24.8 / 730000
5_1_grt: 79.65 / 46.0 / 25.6 / 730000
3_5_place_dp: 79.99 / 42.6 / 18.8 / 676000
2_1_floorplan: 71.10 / - / 13.2 / 637000
6_report: 79.73 / 46.0 / 25.0 / 730000
-- report_power, final --
group,internal (mW),total (mW),switching [mW]
logic,3.58,11.5,7.89
clock network,3.45,5.99,2.54
registers,7.49,7.50,0.00623
-- state kept, by name (all words and copies together), names as in the netlist --
name	count
o_led	6
DataMem.mem	16384
RegFile.mem	202
r_pc	16
-- cell type report --
cell class / count / area, um^2 / area share (%)
diodes: 325 / 813 / 0.111
clock buffers: 2132 / 45300 / 6.20
clock inverters: 937 / 8030 / 1.10
inverters: 67 / 319 / 0.0437
multi-input cells: 10900 / 132000 / 18.0
flip-flops and latches: 16600 / 498000 / 68.2
well taps: 21200 / 26500 / 3.62
repair buffers: 2484 / 19400 / 2.66
-- final timing paths --
path                            startpoint            endpoint  slack (ns)  depth (start not counted)
worst min-delay path              o_led[4]            o_led[4]        0.46                          2
worst max-delay path              o_led[5]            o_led[5]       79.73                          1
worst max register to register     r_pc[1]  RegFile.mem[14][5]       86.83                         29
worst min register to register    o_led[4]            o_led[4]        0.46                          2
-- per-layer routing --
| layer | track usage [%] | part of all wire, % | vias to the layer above |
|---|---|---|---|
| li1 | - | - | 129000 |
| met1 | 27.1 | 27 | 162000 |
| met2 | 37.1 | 45 | 24800 |
| met3 | 26.6 | 22 | 4002 |
| met4 | 11.5 | 5.3 | 337 |
| met5 | 4.53 | 0.45 | - |
-- synth_stat cells (19+ instances only) --
library cell / count / area share, %
mux4_2: 4140 / 15
buf_1: 512 / 0.30
o2111ai_1: 49 / 0.067
a311oi_1: 81 / 0.11
a32oi_1: 76 / 0.10
a211oi_1: 103 / 0.12
nor2_1: 1638 / 0.97
o21ai_0: 397 / 0.31
o211ai_1: 68 / 0.080
a31oi_1: 186 / 0.18
nand3_1: 347 / 0.27
and3_1: 74 / 0.073
clkbuf_1: 1024 / 0.60
buf_2: 310 / 0.24
or4_1: 27 / 0.032
edfxtp_1: 16600 / 78
nor4_1: 148 / 0.15
mux2i_1: 166 / 0.26
o22ai_1: 830 / 0.82
a21oi_1: 233 / 0.18
nand4_1: 36 / 0.035
inv_1: 59 / 0.035
a221oi_1: 20 / 0.028
dfxtp_1: 22 / 0.069
o311ai_0: 51 / 0.070
o22a_1: 65 / 0.089
nand2_1: 1258 / 0.74
a21o_1: 21 / 0.025
nor3_1: 153 / 0.12
a311o_1: 19 / 0.030
o31ai_1: 23 / 0.027
ha_1: 64 / 0.13
xor2_1: 20 / 0.028
a2111oi_0: 29 / 0.040
o221ai_1: 132 / 0.18
xnor2_1: 44 / 0.061
a32o_1: 39 / 0.061
Power and IR drop assume default switching activity.
